==> flow/design.v <==
module ledlighting(clk,led);
input clk;
output reg [9:0] led;
reg d;
initial begin
led[9:1] = 9'b0;
led[0] = 1'b1;
d = 1'b1;
end
always @ (posedge clk) begin
if(led[1] && !d) d <= 1'b1;
if(led[8] && d) d <= 1'b0;
if(d) begin
	led[9:1] <= led[8:0];
	led[0] <= 1'b0;
end
else begin 
	led[8:0] <= led[9:1];
	led[9] <= 1'b0;
	end
end
endmodule
==> flow/run.sh <==
#!/bin/bash
# OpenROAD 26Q1-2900-gdf79404cd8, Yosys 0.63+post, stock flow scripts
make -C /OpenROAD-flow-scripts/flow DESIGN_CONFIG=/design/flow/config.mk WORK_HOME=/design/flow/orfs finish
==> flow/config.mk <==
export PLATFORM = sky130hd
export DESIGN_NAME = ledlighting
export DESIGN_NICKNAME = ledlighting
export VERILOG_FILES = /design/flow/design.v
export SDC_FILE = /design/flow/constraint.sdc
export NUM_CORES = 4
export LEC_CHECK = 1
export CORE_AREA = 10 10 70 70
export DIE_AREA = 0 0 80 80
==> flow/constraint.sdc <==
current_design ledlighting

set clk_period 1.2
set clk_io_pct 0.2

create_clock -name clk0 -period $clk_period [get_ports {clk}]

set non_clock_inputs [all_inputs -no_clocks]
set_input_delay [expr $clk_period * $clk_io_pct] -clock clk0 $non_clock_inputs
set_output_delay [expr $clk_period * $clk_io_pct] -clock clk0 [all_outputs]
==> Changelog: implementation <==
### Physical design

* Critical path's slowest cell: dfxtp_2
* Fin area at 613.1 sq um
* Drt first-iter violations at 1
* Hold Vio Cnt, Final at 0
* Worst Setup End Kind: primary output
* Worst path cell trace: dlygate4sd2_1
* FMAX at just over 0.9 GHz
* Vias/cell at roughly 2.7
* Worst-Margin Slew at between 0.1 and 0.15 ns
* DRC errors left at 0
* Tool Warnings at 25
* Layout Area Growth over Synthesis at 64.43%
* Vias at around 250
* Synth Warn # at 1
* Type of the worst min-delay path: reg -> reg
* Total gr overflow at 0
* Logic area at roughly 140 sq um
* Fill cells at approximately 380
* Largest stage delay, worst path at ~0.33 ns
* Top cell type by total area after synthesis: dfxtp_1
* H-tree depth reported by CTS at 1
* Largest net degree at the start of global routing at 9
* Post-Route WL at 843 microns
* Cells after synthesis at 24
* Register area at approximately 230 sq um
* Clk latency of the worst-skew pair at roughly 0.26 ns
* Status: completed
* Starting Density at a little over a tenth
* Fin util at roughly 18%
* Placed cell area at around 530 sq um
* Drt first pass iters at 3
* Top cell area share at roughly three fifths
* Inserted Clock Buffers at 3
* Core area at 0.003416 sq mm
* Global-route wire length before repair at roughly 1400 microns
* Post-CTS Hold Buffers at 0
* Core Rows at 21
* GPL Wtd Cong at slightly above 0.7
* Post-route clock skew at slightly above 0.0007 ns
* CP Launch Type: register
* Setup violators final at 0
* ANT nets after route at 0
* Tmin final at 1.073 ns
* RSZ-0062 raised after global routing: false
* CTS Buffer Depth at 2
* R2R Setup Slk at about 0.24 ns
* Total Routing Usage GR at approximately 2.7%
* Yosys Chip Area at between 300 and 400 sq um
* Die area at approximately 0.0064 sq mm
* Die Y at 80 microns
* Synth Seq Share at 59.06%
* WL/cell at 9.163 microns
* Vias in the first global route at 268
* Leak at between 0.2 and 0.3 nW
* Clock sink total at 11
* Pins over their slew limit at 0
* CP delay by family, top: flip-flops
* Arrival time worst endpoint at 0.83 ns
* CTS tree: built
* Ant diodes at 0
* Critical Path RT at 0.96 ns
* Ys cells at 24
* Yosys cell types at 7
* Setup TNS Final at 0 ns
* Final period utilization at about nine tenths
* Initial antenna violation count at 0
* Synth Area per Inst at between 15 and 20 sq um
* MaxCap Viol Count at 0
* Top cells, area: dfxtp_1, mux2_4, buf_6, mux2_2, and2_4
* Buf/Inv on CP at 1
* IO Count at 11
* Crit-path max FO at 3
* Root buf cell: clkbuf_4
* Synth Register Bits at 11
* Share of post-route cells with drive strength above 1 at a little over two thirds
* Slew margin rel. at between 90% and 100%
* Critical path class: reg -> out
* Pwr Density at roughly 990 mW/mm^2
* Port bufs at 10
* Maximum vdd drop at roughly 0.20 mV
* Synth Cell Area at around 370 sq um
* Die W at around 80 microns
* Clock Pin Slew Worst Setup and Hold Paths at 0.07 ns
## final timing paths
kind	from	end	cells past startpoint
max	led[4]	led[4]	1
min	led[9]	led[8]	1
max reg2reg	d	led[6]	2
min reg2reg	led[9]	led[8]	1
## cells by family after synthesis
family,after synthesis,synth area share [%]
simple gates,4,6.713
mux,8,31.21
flops,11,59.06
buf+inv,1,3.020
## cell usage after synthesis (all sizes together)
cell type / instances
and2: 1
and2b: 1
buf: 1
dfxtp: 11
mux2: 8
nor2: 2
## power by group
part	total, mW	switching [mW]	internal (mW)
combinational	0.000000191	0	0
clock	0.243	0.114	0.128
sequential	0.364	0	0.364
## registers in the layout (all words and copies together), names as in the netlist
register,count
led,10
d,1
## layout by cell type, fill, tap and decap left out
master,count
and2b_2,1
buf_4,9
dfxtp_1,1
nor2_1,2
dfxtp_2,10
clkbuf_1,1
dlygate4sd2_1,10
and2_4,1
clkbuf_4,3
mux2_4,7
mux2_2,1
## stage by stage
step                hold WS (ns)  total power [mW]  setup WS [ns]  instances
floorplan                 0.4363            0.3732         0.3103         24
global placement          0.4713            0.3732        0.08555         81
detailed placement        0.4786            0.3732        0.09068         81
CTS                       0.4781            0.6164         0.1108         92
global route              0.4896            0.6319        0.08132         92
finish                    0.4735            0.6072         0.1275         92
## what timing repair did
item,4_1_cts,5_1_grt
gates resized,20,0
setup endpoints to repair,10,0
buffers inserted,7,0
## per-layer routing
| metal | track usage [%] | wire, microns | vias up |
|---|---|---|---|
| met3 | 1.705 | 74 | 2 |
| met4 | 0.8803 | 17 | 0 |
| met1 | 3.559 | 381 | 115 |
| li1 | - | - | 125 |
| met2 | 3.612 | 368 | 6 |
| met5 | 0 | 0 | - |
## layout make-up
class | count | area share, %
tap | 46 | 9.388
timing repair buffer | 19 | 25.31
sequential | 11 | 37.96
clock buffer | 4 | 4.286
multi-input combinational | 12 | 23.06
Power figures rest on the tool's default switching activity, not on a simulated workload.
