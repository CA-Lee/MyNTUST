## design/flow/run.sh

```bash
#!/bin/bash
# OpenROAD 26Q1-2900-gdf79404cd8, Yosys 0.63+post, stock flow scripts
make -C /OpenROAD-flow-scripts/flow DESIGN_CONFIG=/design/flow/config.mk WORK_HOME=/design/flow/orfs finish
```

## design/flow/constraint.sdc

```tcl
current_design my_pll

set clk_period 8.9
set clk_io_pct 0.2

create_clock -name clk0 -period $clk_period [get_ports {clk_in}]

set non_clock_inputs [all_inputs -no_clocks]
set_input_delay [expr $clk_period * $clk_io_pct] -clock clk0 $non_clock_inputs
set_output_delay [expr $clk_period * $clk_io_pct] -clock clk0 [all_outputs]
```

## design/flow/design.v

```verilog
module my_pll(clk_in,clk_out);
input clk_in;
output clk_out;
reg clk_out;
parameter n = 1_000_000;
reg [19:0] current;
initial begin
clk_out<=1'b0;
current <= n;
end
always@(posedge clk_in)
begin
	if(current==0)
	begin
		current<=n;
		clk_out<=!clk_out;
	end
	else current <= current-1;
end
endmodule
```

## design/flow/config.mk

```make
export PLATFORM = sky130hd
export DESIGN_NAME = my_pll
export DESIGN_NICKNAME = my_pll
export VERILOG_FILES = /design/flow/design.v
export SDC_FILE = /design/flow/constraint.sdc
export NUM_CORES = 4
export LEC_CHECK = 1
export CORE_AREA = 10 10 79 79
export DIE_AREA = 0 0 89 89
```

==> impl_metrics.json <==
{
  "slew_headroom_pct": 57.0,
  "met2_usage_pct": 7.65,
  "synth_top_area_share_pct": 40.5,
  "fin_ws_ps": 6060,
  "rr_worst_depth": 6,
  "setup_viol": 0,
  "power_leakage_nw": 0.451,
  "place_ws_ps": 6330,
  "cts_num_sinks": 21,
  "synth_warnings": 1,
  "cts_resized": 0,
  "dpl-instance-area_sq_um": 1060,
  "grt_first_pass_wirelength_um": 3080,
  "clk_pin_slew_ps": 80,
  "drive_gt1_share_pct": 10.0,
  "arrival_ps": 1060,
  "stdcell_area_sq_um": 1110,
  "met1_usage_pct": 6.45,
  "syn_area_per_cell_sq_um": 9.34,
  "gp_routability_congestion": 0.772,
  "core_sq_um": 4660,
  "avgRoutedWirePerCell_um": 10.5,
  "path_delay_family": "buffers and inverters",
  "max_stage_delay_ps": 460,
  "fin_tns_setup_ps": 0,
  "antenna_found_initial": 0,
  "port_buffers": 1,
  "instances_no_fill": 164,
  "grtUsageTotal_pct": 4.77,
  "die_h_um": 89,
  "overflow": 0,
  "timing.fmax_ghz": 0.352,
  "final_antenna_net_count": 0,
  "io-pin-count": 2,
  "rr_endpoint": "current[18]",
  "rsz0062_at_grt": "false",
  "dp.cells": 160,
  "seqPwrFrac_pct": 60.4,
  "yosys_cells": 106,
  "switching_power_uw": 30.7,
  "nFillCells": 501,
  "power.density_nw_per_um2": 141,
  "status": "finished, final reports clean",
  "skew_ps": 4.67,
  "syn_inst": 106,
  "drtPass1Iterations": 4,
  "syn_to_final_growth_pct": 11.8,
  "path_max_fanout": 2,
  "warnings": 26,
  "cp-start-kind": "flop",
  "critPathBufInv": 1,
  "maxCapViolCount": 0,
  "yosysTopAreaCell": "dfxtp_1",
  "vias": 741,
  "min_period_over_period_pct": 32.0,
  "syn_area_sq_um": 990,
  "busiest_layer": "met2",
  "ctsLongestPathBuffers": 2,
  "r2r_setup_slack_ps": 6760,
  "first_iter_violations": 54,
  "tightest_slew_ps": 640,
  "common_cells": "dfxtp_1 (20), nor2_1 (20), xor2_1 (8)",
  "ys_seq_share_pct": 43.5,
  "p_int_uw": 126,
  "ys_async_sr_fraction_pct": 0,
  "postCtsSetupBuffers": 0,
  "path_class": "reg -> out",
  "first_global_vias": 691,
  "end_kind": "output port",
  "swShare_pct": 19.6,
  "clock.latency.late_pin_ps": 260,
  "power.total_uw": 156,
  "drc": 0,
  "layout_min_cycle_time_ps": 2840,
  "hold_depth": 1,
  "root_buffer": "clkbuf_8",
  "edf_count": 1,
  "worstPathCellList": "clkdlybuf4s50_1",
  "timing.hold.ws_ps": 487,
  "hp-class": "reg -> reg",
  "htreeDepth": 1,
  "post_drt_via_cell_ratio": 4.52,
  "cts.hold.buffers_added": 0,
  "numCtsBuffers": 3,
  "yosys.stat.chipArea_sq_um": 990,
  "fp_util_pct": 21.2,
  "power.share.clock_pct": 39.6,
  "ff_type": "dfxtp_1",
  "combPwrFrac_pct": 0,
  "topCellsByArea": "dfxtp_1 (40%), nor2_1 (7.6%), xor2_1 (7.1%)",
  "synth_cell_types": 32,
  "r2r-start": "current[0]",
  "ir_drop_mv": 0.0811,
  "grt_max_degree": 14,
  "groute.layer.met3.usage_pct": 1.47,
  "cts_tree": "yes",
  "finalHoldViolCount": 0,
  "wirelength_um": 1730,
  "crit_path_top_delay_cell": "clkdlybuf4s50_1",
  "finalMaxSlewViolations": 0,
  "critPathRequiredTime_ps": 7120,
  "final_core_util_pct": 23.7,
  "hpwl_um": 1230,
  "antenna-diode-count": 0,
  "placementRows": 25,
  "ys_ff": 21,
  "dieArea_sq_um": 7920,
  "min-delay-start": "current[0]",
  "die_w_um": 89,
  "min_to": "current[0]"
}
cell families after synthesis:
| logic type | count (synthesis) | synth area share (%) |
|---|---|---|
| XOR/XNOR | 13 | 11.5 |
| flip-flops | 21 | 43.5 |
| adder cells (fa/ha/maj) | 2 | 2.53 |
| AND-OR/OR-AND | 8 | 5.31 |
| AND/OR/NAND/NOR | 57 | 34.9 |
| buffers and inverters | 5 | 2.28 |
layout make-up:
type / instances / area, sq um / share of cell area, %
Timing Repair Buffer: 1 / 10.0 / 0.905
Sequential cell: 21 / 430 / 38.9
Clock buffer: 3 / 41.3 / 3.73
Multi-Input combinational cell: 80 / 537 / 48.5
Inverter: 4 / 15.0 / 1.36
Tap cell: 54 / 67.6 / 6.11
Clock inverter: 1 / 5.00 / 0.452
worst max-delay path by stage:
| stage | startpoint | end | cells after the start |
|---|---|---|---|
| 4_1_cts | clk_out | clk_out | 1 |
| 5_1_grt | clk_out | clk_out | 1 |
| 6_report | clk_out | clk_out | 1 |
registers in the layout (all words and copies together) (netlist names):
name,count
current,20
clk_out,1
layer usage:
metal / part of all wire [%] / vias up
met3: 5.6 / 2
met1: 51 / 342
li1: - / 387
met4: 0.81 / 0
met2: 42 / 10
met5: 0 / -
power by group through the flow:
stage	Clock, mW	Sequential, mW	Combinational (mW)
after CTS	0.0639	0.0945	0.000000252
after global routing	0.0687	0.0945	0.000000252
final	0.0619	0.0945	0.000000252
cells in the final DEF (no fill, tap or decap), types with 2 or more instances in the layout:
master / synthesis / final
nor2_1: 20 / 20
dfxtp_1: 20 / 20
xor2_1: 8 / 8
nand2_1: 5 / 5
nand4_1: 5 / 5
xnor2_1: 5 / 5
inv_1: 4 / 4
nand3_1: 4 / 4
or4_1: 4 / 4
nor3_1: 3 / 3
clkbuf_8: 0 / 3
nor4_4: 2 / 2
and3_1: 2 / 2
o31ai_1: 2 / 2
a21oi_1: 2 / 2
nor4_1: 2 / 2
ha_1: 2 / 2
Power and IR drop assume default switching activity.
