$ cat flow/design.v
module bin2dec(sw,seg7);
input [9:0] sw;
output [31:0] seg7;
wire [3:0] n0,n1,n2,n3;
assign n3  = sw /1000;
assign n2 = sw%1000/100;
assign n1 = sw%100/10;
assign n0 = sw%10;
seg7decode s0(n0, seg7[7:0]);
seg7decode s1(n1, seg7[15:8]);
seg7decode s2(n2, seg7[23:16]);
seg7decode s3(n3, seg7[31:24]);
endmodule
module seg7decode(n,seg7);
input [3:0] n;
output reg [7:0] seg7;
always@(n) begin
	case(n)
		0 : seg7 = 8'b11000000;
		1 : seg7 = 8'b11111001;
		2 : seg7 = 8'b10100100;
		3 : seg7 = 8'b10110000;
		4 : seg7 = 8'b10011001;
		5 : seg7 = 8'b10010010;
		6 : seg7 = 8'b10000010;
		7 : seg7 = 8'b11011000;
		8 : seg7 = 8'b10000000;
		9 : seg7 = 8'b10010000;
		default: seg7 = 8'b11111111;
	endcase
end
endmodule
module lab3(sw,seg7);
input [9:0] sw;
output [31:0] seg7;
bin2dec b2d(sw,seg7);
endmodule
$ cat flow/run.sh
#!/bin/bash
# OpenROAD 26Q1-2900-gdf79404cd8, Yosys 0.63+post, stock flow scripts
make -C /OpenROAD-flow-scripts/flow DESIGN_CONFIG=/design/flow/config.mk WORK_HOME=/design/flow/orfs finish
$ cat flow/config.mk
export PLATFORM = sky130hd
export DESIGN_NAME = lab3
export DESIGN_NICKNAME = lab3
export VERILOG_FILES = /design/flow/design.v
export SDC_FILE = /design/flow/constraint.sdc
export NUM_CORES = 4
export LEC_CHECK = 1
export CORE_AREA = 10 10 101 101
export DIE_AREA = 0 0 111 111
$ cat flow/constraint.sdc
current_design lab3

set clk_period 15.5
set clk_io_pct 0.2

create_clock -name clk0 -period $clk_period

set non_clock_inputs [all_inputs -no_clocks]
set_input_delay [expr $clk_period * $clk_io_pct] -clock clk0 $non_clock_inputs
set_output_delay [expr $clk_period * $clk_io_pct] -clock clk0 [all_outputs]
==> impl_metrics.json <==
{
  "cpPeakStageDelay_ns": 0.73,
  "stage_log_warnings": 42,
  "post_synth_inst_count": 528,
  "groute.usage.overall_pct": 14.64,
  "route.detailed.vias_per_inst": 6.190,
  "route.detailed.wl_per_inst_um": 15.19,
  "antenna_cells_inserted": 0,
  "vias": 3949,
  "route.final.wire_length_um": 9693,
  "cts.hold.buffers_added": 0,
  "chipWidth_um": 111,
  "ys_cells": 528,
  "clkbuf_count": 0,
  "netlist-cell-type-count": 97,
  "report.final.setup_viol": 0,
  "grt_max_degree": 33,
  "dp.cells": 638,
  "arrival_ns": 10.06,
  "fmaxAchievable_mhz": 76.01,
  "fp-utilization_pct": 44.99,
  "crit_path_top_delay_cell": "sky130_fd_sc_hd__mux2i_1",
  "layout_setup_ws_ns": 2.344,
  "holdCritPathClass": "input port to output port",
  "grt_antenna_before_repair": 0,
  "cts_repair_resize_count": 0,
  "crit_path_start": "sw[8]",
  "tightestPinTransition_ns": 0.8933,
  "area_growth_syn_to_layout_pct": 8.752,
  "met2_wirelength_um": 4412,
  "finalSetupTns_ns": 0,
  "final_common_cell": "sky130_fd_sc_hd__nand2_1",
  "critical_path.startpoint_type": "input port",
  "synth_area_mm2": 0.003660,
  "static_leak_nw": 1.550,
  "critical-path-top-delay-family": "simple AND/OR/NAND/NOR gates",
  "run_status": "complete, no violations",
  "detail_route_antenna_nets": 0,
  "grt_pass1_vias": 3400,
  "drc_errors": 0,
  "grt_first_pass_wirelength_um": 16590,
  "seq_cell_count": 0,
  "power-per-cell-area_mw_per_mm2": 106.1,
  "design.die.area_mm2": 0.01232,
  "netlist.top_cell.by_area": "sky130_fd_sc_hd__mux2i_1",
  "total_setup_buffers_inserted_after_cts": 0,
  "endpoint_kind": "output port",
  "synth_area_per_cell_um2": 6.931,
  "stdcell_count": 638,
  "final-hold-violation-count": 0,
  "met1Wirelength_um": 4801,
  "core-area_mm2": 0.008134,
  "yosys_warnings": 1,
  "minimum_period_implied_by_the_final_worst_setup_slack_ns": 13.16,
  "placement_rows": 33,
  "vdd_drop_max_mv": 0.04403,
  "drt_pass1_iterations": 6,
  "path_class": "input port to output port",
  "yosysChipArea_mm2": 0.003660,
  "highest-signal-layer": "met3",
  "sequential_cell_area_um2": 0,
  "buffer_ports.inserted": 35,
  "gp_congestion": 0.9163,
  "worstSetupPathDepth": 20,
  "yosys.stat.seqShare_pct": 0,
  "yosys-top-cells-area": "sky130_fd_sc_hd__mux2i_1, sky130_fd_sc_hd__ha_1, sky130_fd_sc_hd__o21ai_0",
  "timing_max_transition_violations_final": 0,
  "floorplan.io_pins": 42,
  "cp_data_required_time_ns": 12.40,
  "hold_slack_ns": 7.420,
  "drt_iter0_markers": 237,
  "cap_viol_max_count": 0,
  "netlist.area_leader.share_pct": 6.017,
  "layout.cells.most_common_list": "sky130_fd_sc_hd__nand2_1, sky130_fd_sc_hd__nor2_1, sky130_fd_sc_hd__o21ai_0",
  "post_route_cells_drive_above_1_share_pct": 10.51,
  "cp.buffers_inverters": 2,
  "n_fill_cell": 829,
  "crit_chain": "clkdlybuf4s50_1 -> or2_2 -> ha_1 -> nor2b_1 -> o41ai_1 -> nor3_1 -> a21oi_1 -> nor4_4 -> o221ai_1 -> nand3b_2 -> nor2_1 -> a311oi_1 -> a211oi_2 -> xnor2_1 -> ha_1 -> mux2i_1 -> nand3_1 -> o21ai_0 -> a22o_1 -> clkdlybuf4s50_1",
  "gr-total-overflow": 0,
  "dp_hpwl_um": 7583,
  "die_h_um": 111,
  "endpoint": "seg7[1]",
  "path_max_fanout": 21,
  "post-route-period-util_pct": 84.88,
  "pre_cts_slack_ns": 2.444,
  "unrepaired_setup_endpoints_after_global_routing": "false",
  "slew-limit-headroom_pct": 38.74,
  "met3WireLength_um": 478
}
[report_power, final]
part	total, mW	leakage (nW)	internal [mW]	switching [mW]
clock	0	0	0	0
sequential	0	0	0	0
combinational	0.422	1.55	0.215	0.207
total	0.422	1.55	0.215	0.207
[worst min path at each step]
| stage | startpoint | to | slack [ns] | depth (start not counted) |
|---|---|---|---|---|
| CTS | sw[0] | seg7[4] | 7.44 | 4 |
| global route | sw[0] | seg7[4] | 7.49 | 4 |
| finish | sw[0] | seg7[4] | 7.42 | 4 |
[worst min-delay path, delay by kind of cell]
kind	cells	cell delay, ns
AOI/OAI and AO/OA	2	0.29
buffers and inverters	2	0.94
[synthesized netlist by cell type (6+ instances only)]
cell type / n
sky130_fd_sc_hd__buf_2: 14
sky130_fd_sc_hd__and3_1: 6
sky130_fd_sc_hd__ha_1: 17
sky130_fd_sc_hd__o21ai_1: 7
sky130_fd_sc_hd__clkbuf_1: 13
sky130_fd_sc_hd__o31ai_1: 6
sky130_fd_sc_hd__o21ai_0: 39
sky130_fd_sc_hd__or3_1: 6
sky130_fd_sc_hd__inv_1: 18
sky130_fd_sc_hd__mux2i_1: 22
sky130_fd_sc_hd__and2_1: 6
sky130_fd_sc_hd__xnor2_1: 12
sky130_fd_sc_hd__nor2_1: 39
sky130_fd_sc_hd__a31oi_1: 8
sky130_fd_sc_hd__a211oi_1: 9
sky130_fd_sc_hd__nand2_1: 43
sky130_fd_sc_hd__nand2b_1: 7
sky130_fd_sc_hd__nand3_1: 20
sky130_fd_sc_hd__buf_4: 14
sky130_fd_sc_hd__o211ai_1: 7
sky130_fd_sc_hd__a21o_1: 7
sky130_fd_sc_hd__nand4_1: 9
sky130_fd_sc_hd__nor3_1: 15
sky130_fd_sc_hd__a21oi_1: 28
[metal layers]
layer / up-vias / track usage (%)
met3: 0 / 0.7663
met4: 0 / 0
li1: 2042 / -
met5: - / 0
met1: 1791 / 21.67
met2: 116 / 24.10
[logic make-up (layout without fill, tap and decap cells)]
logic type,count (synthesis),after routing,synth area share (%)
mux,30,30,8.854
fa+ha+maj,21,21,6.906
simple gates,193,193,29.20
compound gates,199,199,40.27
buf+inv,64,64,8.718
other cells,2,7,0.2052
xor+xnor,19,19,5.846
[final cells by class]
type,count,area [µm²],share of cell area [%]
multi-input combinational,469,3359,84.41
inverter,21,78.83,1.981
timing repair buffer,43,410.4,10.31
tap,105,131.4,3.301
[through the flow]
stage	instance area (µm²)	power (mW)	util, %
after floorplan	3679	0.2888	-
after global placement	3980	0.4231	48.93
after detailed placement	3980	0.4237	48.93
after CTS	3980	0.4257	48.93
after global routing	3980	0.4726	48.93
final	3980	0.4221	48.93
No activity file was given, so power comes from the tool's default toggle rates.
